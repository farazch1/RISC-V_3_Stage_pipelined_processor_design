==> /design/flow/config.mk <==
export PLATFORM = sky130hd
export DESIGN_NAME = adder
export DESIGN_NICKNAME = adder
export VERILOG_FILES = /design/flow/design.v
export SDC_FILE = /design/flow/constraint.sdc
export NUM_CORES = 4
export LEC_CHECK = 1
export CORE_AREA = 10 10 85 85
export DIE_AREA = 0 0 95 95
==> /design/flow/constraint.sdc <==
current_design adder

set clk_period 18.1
set clk_io_pct 0.2

create_clock -name clk0 -period $clk_period

set non_clock_inputs [all_inputs -no_clocks]
set_input_delay [expr $clk_period * $clk_io_pct] -clock clk0 $non_clock_inputs
set_output_delay [expr $clk_period * $clk_io_pct] -clock clk0 [all_outputs]
==> /design/flow/design.v <==
module adder(
        input [31:0] rs,
        input [31:0] imm,
        output [31:0]rd
    );
   assign rd = rs + imm;
endmodule
==> /design/flow/run.sh <==
#!/bin/bash
# OpenROAD 26Q1-2900-gdf79404cd8, Yosys 0.63+post, stock flow scripts
make -C /OpenROAD-flow-scripts/flow DESIGN_CONFIG=/design/flow/config.mk WORK_HOME=/design/flow/orfs finish
==> results.txt <==
The following summarizes the physical implementation.

STA
Setup repair after global routing left no endpoint under its margin. The final-layout setup total negative slack is 0 ns. The final hold violation count is 0. The time the final worst path needs with I/O delays and setup is 10.17 ns. The number of failing setup endpoints in the final timing report is 0. The worst path setup slack after routing is 7.929 ns. The count of final max-slew check failures is 0. The pin closest to its max-slew limit shows a slew of 0.5660 ns. The tightest slew margin relative to the limit is around three fifths. The portion of the clock cycle consumed by the worst path in the final layout is ~56%. Derived from the worst setup path, the maximum achievable clock frequency is between 90 and 100 MHz.

Cells and area
The flip-flop and latch count is 0. The number of fill cells is between 500 and 600. The layout summary lists the proportion of cells stronger than drive strength 1 as between 3 and 4%. The post-synthesis to final-layout area growth is 57.75%. The clock buffers instantiated in the layout total 0. The post-route standard cell area excluding fillers is roughly 2800 µm².

The final cell count without fillers is between 300 and 400. In the final layout, flip-flops and latches occupy 0 µm².

Global routing
The sum of overflow across all layers after global routing is 0. The first-pass GRT wire length is 9.411 mm. The number of antenna violations at the first check in global routing is 0. Entering global routing, the biggest net connects 11 pins.

The number of global-route vias before repair is 1986. Total global-route track usage over all layers is 12.22%.

Min path
The instance count along the most critical hold path is 3. The class of the most critical hold timing path is in -> out.

Place
Buffers placed on the I/O ports in this run total 96. The cell area after placement is around 2800 µm². The placement summary gives the final routability congestion estimate as 0.8819. After legalization and detailed placement, the total HPWL measured ~5.1 mm. After detailed placement, the design holds a cell count of 398. The setup slack at placement is between 7 and 8 ns.

Logic synthesis
Per Yosys stat, the portion of area used by sequential elements is 0%. In the synthesis report, Yosys lists the chip area as roughly 1700 µm². Per the post-synthesis report, the number of cells in the design is ~240. For this run, the number of Yosys warnings is 0.

The number of library cell types mapped by synthesis is about 50. The count of instantiated cells in the yosys netlist is around 240. The cell area after technology mapping is ~1700 µm². The post-synthesis area per instance is a little over 7 µm².

Floorplanning
According to the floorplan report, the die height is 95 µm. The floorplan has 27 rows. The chip footprint is 9025 µm². The initial core utilization is around a third.

The width of the chip is between 90 and 100 µm. After floorplanning, the core was sized to cover between 5000 and 6000 µm². The number of top-level pins is roughly 96.

CTS
Buffers added to address setup during post-CTS repair amount to 0. The post-cts hold-fix buffer tally is 0. The post-cts sizing count is 0.

Setup path
The slowest stage of the critical path is the sky130_fd_sc_hd__clkdlybuf4s50_1 cell. The capturing element type of the critical path is an output pin. The report lists the cells along the critical path as clkdlybuf4s50_1, ha_1, fa_1, a21o_1, a31o_2, nand3_1, o221ai_1, a311oi_1, o21bai_1, xor2_1, clkdlybuf4s50_1. The critical path endpoint has a required time of 14.48 ns. The worst-path maximum fanout is 4.

The most common cell type on the critical path is sky130_fd_sc_hd__clkdlybuf4s50_1. STA classifies the critical path startpoint as a primary input. The worst path arrival time is ~6.6 ns. The longest incremental delay of any stage on the critical path is reported as approximately 0.50 ns.

The type of the setup path with the least slack is in -> out.

Pwr
The power density over the cells is approximately 39 nW/µm². VDD sags by at most 0.01602 mV. The leakage power summed over all cells is 1.176 nW.

Routing
The number of vias after detailed routing is 2035. According to the report, the first pass of detailed routing completed in 4 iterations. The initial detailed-routing violation count is between 70 and 80. TritonRoute output was used to compute an average wire per cell of 14.32 µm.

The remaining number of nets flagged by the antenna check after routing is 0. The number of diodes added for antenna fixing is 0. For this run, design rule violations remaining after detail routing come to 0.

The sum of routed wire length over all layers is roughly 5.7 mm. The via count normalized by instance count is 5.113.

Job
The number of warnings reported in the stage logs is 32. The tool flagged a number of max-cap violations equal to 0.

Status
The run finished with clean final reports.
==> per-stage QoR <==
step	utilization, %	power, mW	hold WS [ns]
2_1_floorplan	-	0.05132	7.312
3_3_place_gp	50.27	0.1078	8.285
3_5_place_dp	50.27	0.1074	8.290
4_1_cts	50.27	0.1081	8.289
5_1_grt	50.27	0.1184	8.306
6_report	50.27	0.1062	8.268
==> metal layers <==
metal | GRT usage [%] | vias to the layer above | part of all wire [%]
li1 | - | 1095 | -
met1 | 16.63 | 875 | 48
met2 | 20.31 | 61 | 43
met3 | 2.484 | 4 | 8.0
met4 | 0.8728 | 0 | 0.54
met5 | 0 | - | 0
==> layout by cell type (no fill, tap or decap), types with 2 or more instances in the layout <==
| cell type | instances |
|---|---|
| sky130_fd_sc_hd__a211oi_1 | 3 |
| sky130_fd_sc_hd__inv_1 | 6 |
| sky130_fd_sc_hd__o311ai_1 | 2 |
| sky130_fd_sc_hd__o211ai_1 | 3 |
| sky130_fd_sc_hd__xnor2_1 | 13 |
| sky130_fd_sc_hd__nor3_1 | 4 |
| sky130_fd_sc_hd__nand2_1 | 18 |
| sky130_fd_sc_hd__a21o_1 | 19 |
| sky130_fd_sc_hd__a21oi_1 | 29 |
| sky130_fd_sc_hd__ha_1 | 31 |
| sky130_fd_sc_hd__o221ai_1 | 2 |
| sky130_fd_sc_hd__xor2_1 | 15 |
| sky130_fd_sc_hd__mux2i_1 | 2 |
| sky130_fd_sc_hd__nor2_1 | 12 |
| sky130_fd_sc_hd__nand3_1 | 10 |
| sky130_fd_sc_hd__or2_2 | 3 |
| sky130_fd_sc_hd__clkdlybuf4s50_1 | 96 |
| sky130_fd_sc_hd__nand4_1 | 8 |
| sky130_fd_sc_hd__a311oi_1 | 2 |
| sky130_fd_sc_hd__o21a_1 | 2 |
| sky130_fd_sc_hd__o21bai_1 | 4 |
| sky130_fd_sc_hd__o21ai_0 | 13 |
| sky130_fd_sc_hd__nand2b_1 | 2 |
| sky130_fd_sc_hd__a31oi_1 | 3 |
==> area by class of cell <==
class	count	area (µm²)	share of cell area, %
Tap cell	72	90.09	3.274
Multi-Input combinational cell	224	1678	60.98
Inverter	6	22.52	0.8186
Timing Repair Buffer	96	960.9	34.92
==> critical path: cells and delay by family <==
kind | cells | cell delay (ns)
AND-OR/OR-AND | 5 | 1.17
XOR/XNOR | 1 | 0.12
adder cells (fa/ha/maj) | 2 | 0.64
buffers and inverters | 2 | 0.90
AND/OR/NAND/NOR | 1 | 0.09
==> path summary, 6_finish.rpt <==
check / start / to
min: imm[0] / rd[0]
max: rs[0] / rd[26]
==> synth_stat cells (3+ instances only) <==
library cell,n,area share (%)
sky130_fd_sc_hd__or2_2,3,1.1
sky130_fd_sc_hd__a21oi_1,29,8.3
sky130_fd_sc_hd__nor2_1,12,2.6
sky130_fd_sc_hd__o211ai_1,3,1.3
sky130_fd_sc_hd__o21bai_1,4,1.7
sky130_fd_sc_hd__ha_1,31,22
sky130_fd_sc_hd__nand3_1,10,2.9
sky130_fd_sc_hd__a211oi_1,3,1.3
sky130_fd_sc_hd__o21ai_0,13,3.7
sky130_fd_sc_hd__xor2_1,15,7.5
sky130_fd_sc_hd__xnor2_1,13,6.5
sky130_fd_sc_hd__nand2_1,18,3.9
sky130_fd_sc_hd__nand4_1,8,2.9
sky130_fd_sc_hd__inv_1,6,1.3
sky130_fd_sc_hd__nor3_1,4,1.1
sky130_fd_sc_hd__a31oi_1,3,1.1
sky130_fd_sc_hd__clkbuf_1,8,1.7
sky130_fd_sc_hd__a21o_1,19,8.2
==> power breakdown <==
part	internal, mW	switching, mW	leakage, nW
clock network	0	0	0
registers	0	0	0
logic	0.0643	0.0419	1.18
total	0.0643	0.0419	1.18
==> kinds of logic (layout without fill, tap and decap cells) <==
| group | count (synthesis) | after routing | synth area share [%] |
|---|---|---|---|
| AND-OR/OR-AND | 97 | 97 | 39.31 |
| XOR/XNOR | 28 | 28 | 14.06 |
| adder cells (fa/ha/maj) | 32 | 32 | 23.39 |
| buffers and inverters | 17 | 102 | 3.802 |
| multiplexers | 2 | 2 | 1.148 |
| AND/OR/NAND/NOR | 65 | 65 | 18.29 |
Power is estimated from default activity; no workload was simulated.
